--- design/flow/config.mk ---
export PLATFORM = sky130hd
export DESIGN_NAME = deserializer_top
export DESIGN_NICKNAME = deserializer_top
export VERILOG_FILES = /design/flow/design.v
export SDC_FILE = /design/flow/constraint.sdc
export NUM_CORES = 4
export LEC_CHECK = 1
export CORE_AREA = 10 10 107 107
export DIE_AREA = 0 0 117 117
--- design/flow/constraint.sdc ---
current_design deserializer_top

set clk_period 1.8
set clk_io_pct 0.2

create_clock -name clk0 -period $clk_period [get_ports {clk_i}]

set non_clock_inputs [all_inputs -no_clocks]
set_input_delay [expr $clk_period * $clk_io_pct] -clock clk0 $non_clock_inputs
set_output_delay [expr $clk_period * $clk_io_pct] -clock clk0 [all_outputs]
--- design/flow/design.v ---
module deserializer #(
  parameter DATA_BUS_WIDTH = 16
)(
  input  logic                        clk_i,
  input  logic                        srst_i,
  input  logic                        data_i,
  input  logic                        data_val_i,
  output logic [DATA_BUS_WIDTH - 1:0] deser_data_o,
  output logic                        deser_data_val_o
);
  localparam COUNTER_SIZE = $clog2(DATA_BUS_WIDTH) + 1;
  logic [COUNTER_SIZE - 1:0]   counter;
  logic [DATA_BUS_WIDTH - 1:0] data_buf;
  always_ff @( posedge clk_i )
    begin
      data_buf[DATA_BUS_WIDTH - 1 - counter] <= data_i;
    end
  always_ff @( posedge clk_i )
    begin
      if ( srst_i )
        counter <= '0;
      else if ( data_val_i && counter == DATA_BUS_WIDTH - 1 )
        counter <= '0;
      else if ( data_val_i )
        counter <= counter + (COUNTER_SIZE)'(1); 
    end
  always_ff @( posedge clk_i )
    begin
      if ( srst_i )
        deser_data_val_o <= 1'b0;
      else
        begin
          if ( data_val_i && counter == DATA_BUS_WIDTH - 1 )
            deser_data_val_o <= 1'b1;
          else 
            deser_data_val_o <= 1'b0;
        end
    end
  always_ff @( posedge clk_i )
    begin
      deser_data_o <= { data_buf[DATA_BUS_WIDTH - 1:1], data_i };
    end
endmodule
module deserializer_top (
  input  logic        clk_i,
  input  logic        srst_i,
  input  logic        data_i,
  input  logic        data_val_i,
  output logic [15:0] deser_data_o,
  output logic        deser_data_val_o
);
  logic        srst;
  logic        data;
  logic        data_val;
  logic [15:0] deser_data;
  logic        deser_data_val;
  always_ff @( posedge clk_i )
    begin
      srst     <= srst_i;
      data     <= data_i;
      data_val <= data_val_i; 
    end 
  deserializer #(
    .DATA_BUS_WIDTH   ( 16             )
  ) deserializer (
    .clk_i            ( clk_i          ),
    .srst_i           ( srst           ),
    .data_i           ( data           ),
    .data_val_i       ( data_val       ),
    .deser_data_o     ( deser_data     ),
    .deser_data_val_o ( deser_data_val )  
);
  always_ff @( posedge clk_i )
    begin
      deser_data_o     <= deser_data;
      deser_data_val_o <= deser_data_val;
    end
endmodule
--- design/flow/run.sh ---
#!/bin/bash
# OpenROAD 26Q1-2900-gdf79404cd8, Yosys 0.63+post, stock flow scripts
make -C /OpenROAD-flow-scripts/flow DESIGN_CONFIG=/design/flow/config.mk WORK_HOME=/design/flow/orfs finish
==> qor.yml <==
clk_pin_slew_ns: 0.06
layout.area.comb_um2: 860
worstPathBufferInverterCount: 2
power_density_nw_per_um2: 1110
route.detailed.wl_per_inst_um: 10.3
number_of_global_route_vias_before_repair: 1186
final_cell_count_no_fill: 321
final.setup_skew_ns: 0.00785
dpl.cell_count: 300
synth.comb.largest_family: "simple AND/OR/NAND/NOR gates"
report.final.slew_viol_count: 0
grt_start_max_net_pins: 17
crit_slowest_cell: "sky130_fd_sc_hd__dfxtp_2"
detailroute.via_count: 1222
synth_area_um2: 1850
crit_path_cell_trace: "nand2_2 > nor3_4 > buf_4 > inv_1 > ha_4 > nor4bb_2 > nand4_1 > nor2_1 > mux2_4"
fraction_of_final_layout_cells_sized_beyond_drive_strength_1_pct: 42.9
grt_overflow: 0
cts_hold_buf: 0
drt-total-wl_um: 3300
simple_gate_area_share_pct: 12.0
max_freq_mhz: 465
cellLeakagePower_nw: 1.12
synth_cells: 151
finalSetupViolations: 15
port_buffers: 20
max_cap_violations: 0
area.sequential_um2: 1150
row_count: 35
cp-start-kind: "flop"
violations_in_the_final_reports: "negative setup slack"
crit_path_setup_slack_layout_ns: -0.349
grt_util_all_layers_pct: 5.09
actual_transition_at_the_worst_max_transition_pin_ns: 0.531
ys_sh_adder_pct: 4.73
core_area_um2: 9200
reg2reg_depth: 9
finalWeightedCongestion: 0.818
netlist-cell-type-count: 32
min_period_ns: 2.15
synthesis.area_per_instance_um2: 12.3
die_area_um2: 13700
tritoncts: "done"
htreeDepth: 3
floorplan.die.width_um: 117
worst_hold_path_type: "reg2reg"
area.growth.synth_to_final_pct: 51.7
cts_inserted_buffers: 9
status: "finished with violations"
drt-pass1-iter-count: 4
synth-area-yosys_um2: 1850
grt_setup_unrepaired: "true"
warning_count: 29
cts_buffer_depth: 2
timing.critical_path.max_delay_family: "simple AND/OR/NAND/NOR gates"
via_per_inst: 3.81
worstSetupEndpointType: "flop"
place.detailed.hpwl_um: 2280
grt_antenna_before_repair: 0
design.portCount: 21
slowest_delay_ns: 0.34
synth.area.mux_share_pct: 10.2
setup_tns_ns: -4.15
ys_warn_count: 2
detail_route.antenna_diodes: 0
synth_largest_type_area_fraction_pct: 61.6
ys_cells: 151
depth_of_the_critical_timing_path_with_buffers_and_inverters_included: 9
fp_util_pct: 20.1
criticalPathCategory: "reg2reg"
hold-worst-slack_ns: 0.324
fillerInstances: 890
cts_root_buffer: "sky130_fd_sc_hd__clkbuf_8"
crit_path_max_fanout: 4
yosys-top-cells-area: "sky130_fd_sc_hd__dfxtp_1, sky130_fd_sc_hd__mux2_2, sky130_fd_sc_hd__ha_1"
grt_first_pass_wirelength_um: 5540
clkLatencyLatePin_ns: 0.33
final_min_period_over_clock_period_pct: 119
power.ir.vdd_worst_uv: 296
critical_path_arrival_ns: 2.37
cts.sink_count: 57
synthAoiAreaFrac_pct: 6.95
dieHeight_um: 117
finalHoldViolCount: 0
timing.slew.headroom_pct: 64.5
initialDrtViolationCount: 56
crit_required_ns: 2.02
synth_flop_count: 57
yosysTopAreaCell: "sky130_fd_sc_hd__dfxtp_1"
drtAntennaViolNets: 0
synth_seq_share_pct: 61.6
detail_route.drc_violations: 0
timing.hold.worst_path_depth: 0
yosys.area_share.xor_xnor_pct: 1.42
## worst paths after layout
check | start | endpoint | slack, ns
setup reg to reg | deserializer.counter[3] | deserializer.data_buf[14] | -0.35
hold / removal | deserializer.deser_data_o[7] | deser_data_o[7] | 0.32
setup / recovery | deserializer.counter[3] | deserializer.data_buf[14] | -0.35
hold reg to reg | deserializer.deser_data_o[7] | deser_data_o[7] | 0.32
## stage by stage
stage	setup WS, ns	power [W]	utilization, %	cell area, um2
2_1_floorplan	-0.473	0.00167	-	1940
3_3_place_gp	-0.383	0.00186	26.2	2410
3_5_place_dp	-0.397	0.00187	26.2	2410
4_1_cts	-0.279	0.00315	29.7	2730
5_1_grt	-0.465	0.00328	30.6	2810
6_report	-0.349	0.00313	30.6	2810
## state kept, by name, indices dropped and copies added, names as in the netlist
name	flops
deser_data_o	16
deserializer.deser_data_o	16
deserializer.data_buf	15
deserializer.counter	5
data	1
data_val	1
deser_data_val_o	1
deserializer.deser_data_val_o	1
srst	1
## synth_stat cells (all sizes together)
cell / number
nor3: 3
mux2: 15
a21bo: 1
a211o: 1
nor3b: 1
dfxtp: 57
nand3: 2
nor4: 2
nand4: 5
nand2: 5
o21bai: 3
clkbuf: 3
a21o: 1
buf: 3
o2111ai: 1
a32oi: 1
and4b: 2
nor4bb: 1
nor4b: 1
xor2: 1
a41oi: 1
nor2: 15
nor2b: 2
a21oi: 4
nand3b: 1
ha: 7
xnor2: 2
a2111oi: 1
mux2i: 2
inv: 7
## worst reg2reg max path, stage by stage (launching register included)
cell	delay [ns]
sky130_fd_sc_hd__dfxtp_2	0.34
sky130_fd_sc_hd__nand2_2	0.07
sky130_fd_sc_hd__nor3_4	0.16
sky130_fd_sc_hd__buf_4	0.14
sky130_fd_sc_hd__inv_1	0.06
sky130_fd_sc_hd__ha_4	0.24
sky130_fd_sc_hd__nor4bb_2	0.27
sky130_fd_sc_hd__nand4_1	0.24
sky130_fd_sc_hd__nor2_1	0.21
sky130_fd_sc_hd__mux2_4	0.31
## power breakdown
part           internal, W  switching (W)
Clock             0.000758       0.000481
Combinational     0.000254      0.0000892
Sequential         0.00147      0.0000745
Total              0.00248       0.000645
## layer usage
layer	vias to the layer above	wire length [um]	global-route usage (%)	share of wire [%]
li1	633	-	-	-
met1	563	1520	6.76	46
met2	21	1490	7.69	45
met3	5	238	1.96	7.2
met4	0	52	1.32	1.6
met5	-	0	0	0
## cells by family (layout without fill, tap and decap cells)
family	Yosys count	after routing
compound gates	14	14
xor+xnor	3	3
fa+ha+maj	7	7
buf+inv	13	72
flops	57	57
mux	17	17
simple gates	40	40
## layout by cell type (no fill, tap or decap), types with 3 or more instances in the layout
cell type                         netlist  final
sky130_fd_sc_hd__inv_1                  7      7
sky130_fd_sc_hd__nor2_2                 0      3
sky130_fd_sc_hd__mux2_2                14      6
sky130_fd_sc_hd__ha_1                   7      3
sky130_fd_sc_hd__dfxtp_2                0      3
sky130_fd_sc_hd__clkdlybuf4s50_1        0     20
sky130_fd_sc_hd__nand4_1                5      5
sky130_fd_sc_hd__ha_4                   0      4
sky130_fd_sc_hd__buf_4                  2     29
sky130_fd_sc_hd__a21oi_2                0      3
sky130_fd_sc_hd__nand2_1                5      3
sky130_fd_sc_hd__clkbuf_8               0     10
sky130_fd_sc_hd__dfxtp_1               57     52
sky130_fd_sc_hd__mux2_4                 0      8
sky130_fd_sc_hd__nor2_1                15     11
## layout make-up
class                   count  share of cell area (%)
clock inverters             4                    1.74
repair buffers             49                    14.9
clock buffers              12                    5.92
multi-input cells          81                    30.6
flip-flops and latches     57                    41.0
inverters                   7                   0.935
well taps                 111                    4.94
## repair_timing
action	in CTS	in global routing
buffers inserted	5	0
resized	16	15
pin swaps	11	8
endpoints found under the setup margin	15	15
No activity file was given, so power comes from the tool's default toggle rates.
